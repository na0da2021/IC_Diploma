<file path="./run.sh">
#!/bin/bash
# OpenROAD 26Q1-2900-gdf79404cd8, Yosys 0.63+post, stock flow scripts
make -C /OpenROAD-flow-scripts/flow DESIGN_CONFIG=/design/flow/config.mk WORK_HOME=/design/flow/orfs finish
</file>
<file path="./config.mk">
export PLATFORM = sky130hd
export DESIGN_NAME = RegFile
export DESIGN_NICKNAME = RegFile
export VERILOG_FILES = /design/flow/design.v
export SDC_FILE = /design/flow/constraint.sdc
export NUM_CORES = 4
export LEC_CHECK = 1
export CORE_UTILIZATION = 30
</file>
<file path="./constraint.sdc">
current_design RegFile

set clk_period 1.6
set clk_io_pct 0.2

create_clock -name clk0 -period $clk_period [get_ports {CLK}]

set non_clock_inputs [all_inputs -no_clocks]
set_input_delay [expr $clk_period * $clk_io_pct] -clock clk0 $non_clock_inputs
set_output_delay [expr $clk_period * $clk_io_pct] -clock clk0 [all_outputs]
</file>
<file path="./design.v">
module RegFile #(parameter WIDTH = 8, DEPTH = 16, ADDR = 4 )
(
input    wire                CLK,
input    wire                RST,
input    wire                WrEn,
input    wire                RdEn,
input    wire   [ADDR-1:0]   Address,
input    wire   [WIDTH-1:0]  WrData,
output   reg    [WIDTH-1:0]  RdData,
output   reg                 RdData_VLD,
output   wire   [WIDTH-1:0]  REG0,
output   wire   [WIDTH-1:0]  REG1,
output   wire   [WIDTH-1:0]  REG2,
output   wire   [WIDTH-1:0]  REG3
);
integer I ; 
reg [WIDTH-1:0] regArr [DEPTH-1:0] ;    
always @(posedge CLK or negedge RST)
 begin
   if(!RST)   
    begin
	 RdData_VLD <= 1'b0 ;
	 RdData     <= 'b0 ;
      for (I=0 ; I < DEPTH ; I = I +1)
        begin
		 if(I==2)                         
          regArr[I] <= 'b100000_01 ;      
		 else if (I==3) 
          regArr[I] <= 'b0010_0000 ;      
         else
          regArr[I] <= 'b0 ;		 
        end
     end
   else if (WrEn && !RdEn)  
     begin
      regArr[Address] <= WrData ;
     end
   else if (RdEn && !WrEn)  
     begin    
       RdData <= regArr[Address] ;
	   RdData_VLD <= 1'b1 ;
     end  
   else
     begin
	   RdData_VLD <= 1'b0 ;
     end	 
  end
assign REG0 = regArr[0] ;  
assign REG1 = regArr[1] ;  
assign REG2 = regArr[2] ;  
assign REG3 = regArr[3] ;  
endmodule
</file>
==> results_dict.tcl <==
# collected from the flow reports
set metrics [dict create \
    outcome "finished, final reports clean" \
    clk_latency_ns 0.41 \
    synth_flops 137 \
    cts_tree "built" \
    hold_violations 0 \
    drcViolationCount 0 \
    crit_slowest_cell "clkdlybuf4s50_1" \
    clock-root-buffer "clkbuf_16" \
    utilization 0.430 \
    synth-edff-count 0 \
    placed_cells 847 \
    fin_ws_ns 0.0299 \
    drive_above_1_share 0.490 \
    place_congestion 0.888 \
    warnings 25 \
    final_cell_mix "dfrtp_1 (134), mux2_2 (129), buf_4 (101), mux2i_1 (22), clkdlybuf4s50_1 (22)" \
    required_ns 1.28 \
    r2r_setup_slack_ns 0.09 \
    grt_pass1_wl_mm 27.5 \
    grt_max_degree 36 \
    grt_pass1_vias 4863 \
    track_usage 0.172 \
    critPathMaxFanout 3 \
    dpl_worst_slack_ns -0.589 \
    via_count 4587 \
    place.detailed.hpwl_mm 12.0 \
    io_buffers 56 \
    die_w_um 147 \
    route.antenna.remaining_nets 0 \
    ys_seq_share 0.545 \
    worstSetupPathType "flip-flop to output port" \
    drt_wl_total_mm 17.1 \
    synthCells 472 \
    path_clk_slew_ns 0.05 \
    m1WireLength_mm 7.99 \
    yosys_area_um2 6300 \
    ys_warn_count 2 \
    dr_wl_met3_mm 1.40 \
    final_cells 917 \
    fp-utilization 0.308 \
    p_per_area_nw_per_um2 1180 \
    crit_path_cell_trace "clkdlybuf4s50_1" \
    vias_per_cell 5.00 \
    cap_violations 0 \
    max_freq_ghz 0.637 \
    fin_hold_ws_ns 0.406 \
    cp-end-kind "output port" \
    crit_buf_inv 1 \
    fin_crit_ns 1.57 \
    routed.top_layer "met4" \
    cts.sinks 137 \
    layout_top_cell "dfrtp_1" \
    ios 57 \
    drv_slew 0 \
    finalClockPeriodUsage 0.981 \
    power.total_w 0.0104 \
    rows 52 \
    cpLargestDelayFamily "buffers and inverters" \
    firstDrtPassIters 4 \
    critPathArrivalTime_ns 1.25 \
    max_stage_delay_ns 0.47 \
    synth_cell_type_count 41 \
    detail_route.wl_per_cell_um 18.7 \
    avgSynthCellArea_um2 13.3 \
    htreeDepth 4 \
    cts_buffers 17 \
    finClkSkew_ns 0.00379 \
    cts.path.max_buffers 2 \
    p_leak_nw 4.13 \
    dr.first_iter.drc_count 275 \
    die-area_um2 21600 \
    die_h_um 147 \
    setup_viol_count_final 0 \
    hold_class "input port to flip-flop" \
    wl_met2_mm 7.59 \
    worst_pin_slew_ns 0.367 \
    synthArstFlopShare 1.00 \
    ys.flop_type "dfrtp_1" \
    antenna_found_initial 0 \
    vdd_drop_max_v 0.000743 \
    area_growth_pct 39.6 \
    core-area_um2 20400 \
    antennaDiodeCount 0 \
    relSlewSlack 0.752 \
    rsz0062_at_grt "no" \
    start_kind "flip-flop" \
    yosys-stat-cells 472 \
    grt.overflow.total 0 \
    syn-cell-area_um2 6300 \
]
registers in the layout, summed over array words and instances, names as in the netlist:
register,flops
RdData_VLD,1
regArr,128
RdData,8
worst paths after layout:
check,start,end,cells after the start
min reg2reg,RdData_VLD,RdData_VLD,2
max,regArr[1][5],REG1[5],1
min,RdEn,RdData_VLD,4
max reg2reg,regArr[15][6],RdData[6],6
max in group asynchronous,RST,regArr[3][5],3
min in group asynchronous,RST,regArr[2][7],2
final cells by class:
class | count | area (um2)
sequential | 137 | 3430
clock inverter | 10 | 118
timing repair buffer | 175 | 1610
multi-input combinational | 301 | 2810
tap | 270 | 338
clock buffer | 22 | 484
inverter | 2 | 7.51
fill | 1814 | 11600
timing repair:
item,4_1_cts,5_1_grt
gates resized,44,18
setup endpoints to repair,164,64
endpoints found under the hold margin,35,0
pin swaps,3,3
gates cloned,0,1
setup buffers,28,7
hold buffers,2,0
Yosys cell counts, drive strengths merged, types with 2 or more instances:
| master | n | share of area |
|---|---|---|
| nor4 | 2 | 0.0044 |
| nand2b | 6 | 0.0060 |
| dfstp | 3 | 0.013 |
| nand3b | 2 | 0.0024 |
| nor2b | 8 | 0.0079 |
| and3 | 3 | 0.0030 |
| dfrtp | 134 | 0.53 |
| mux2i | 22 | 0.035 |
| buf | 13 | 0.015 |
| a32o | 2 | 0.0032 |
| a2111oi | 2 | 0.0038 |
| mux2 | 130 | 0.23 |
| clkbuf | 19 | 0.011 |
| nand2 | 22 | 0.013 |
| a221oi | 11 | 0.015 |
| nor2 | 10 | 0.0072 |
| inv | 2 | 0.0012 |
| o22ai | 15 | 0.015 |
| a31oi | 9 | 0.0089 |
| nor3 | 7 | 0.0087 |
| a22o | 6 | 0.0083 |
| nand3 | 9 | 0.0072 |
| mux4 | 5 | 0.018 |
| a21oi | 9 | 0.0072 |
| o21ai | 12 | 0.0095 |
stage by stage:
| step | TNS (ns) | cell area (um2) |
|---|---|---|
| floorplan | 0 | 6310 |
| global placement | -69.44 | 7750 |
| detailed placement | -68.88 | 7750 |
| CTS | 0 | 8680 |
| global route | 0 | 8790 |
| finish | 0 | 8790 |
per-layer routing:
| layer | track usage | vias up |
|---|---|---|
| li1 | - | 2086 |
| met1 | 0.265 | 2360 |
| met2 | 0.248 | 132 |
| met3 | 0.0586 | 9 |
| met4 | 0.0175 | 0 |
| met5 | 0.00682 | - |
report_power, final:
part | switching [W] | internal, W
Sequential | 0.000369 | 0.00414
Clock | 0.00143 | 0.00246
Combinational | 0.000736 | 0.00125
Total | 0.00254 | 0.00785
cells by family (layout without fill, tap and decap cells):
family,after synthesis,in the layout,share of synthesized area
multiplexers,157,157,0.285
flip-flops,137,137,0.545
AND-OR/OR-AND,72,72,0.0787
AND/OR/NAND/NOR,72,72,0.0636
buffers and inverters,34,209,0.0276
