===== flow/config.mk =====
export PLATFORM = sky130hd
export DESIGN_NAME = UART_RX_TOP
export DESIGN_NICKNAME = UART_RX_TOP
export VERILOG_FILES = /design/flow/design.v
export SDC_FILE = /design/flow/constraint.sdc
export NUM_CORES = 4
export LEC_CHECK = 1
export CORE_UTILIZATION = 50

===== flow/constraint.sdc =====
current_design UART_RX_TOP

set clk_period 2.5
set clk_io_pct 0.2

create_clock -name clk0 -period $clk_period [get_ports {clk}]

set non_clock_inputs [all_inputs -no_clocks]
set_input_delay [expr $clk_period * $clk_io_pct] -clock clk0 $non_clock_inputs
set_output_delay [expr $clk_period * $clk_io_pct] -clock clk0 [all_outputs]

===== flow/design.v =====
module UART_RX_TOP(
input  wire        clk, rstn,
input  wire        RX_IN,
input  wire [5:0]  prescale,
input  wire        parity_enable,
input  wire        parity_type,
output wire [7:0]  P_DATA,
output wire        parity_error,
output wire        stop_error,
output wire        data_valid      
);
wire 		parity_chk_en, 
			strt_chk_en, 
			stp_chk_en, 
			des_en, 
			edge_bit_count_en, 
	        data_sample_en;
wire [5:0]  edge_count;
wire [3:0]  bit_count;
wire        start_glitch;
wire        sampled_bit;
FSM_UART_RX FSM(
.clk(clk),
.rstn(rstn),
.parity_enable(parity_enable),
.RX_IN(RX_IN), 
.prescale(prescale),
.edge_count(edge_count), 
.bit_count(bit_count),
.stop_error(stop_error),
.parity_error(parity_error),
.start_glitch(start_glitch),      
.data_sample_en(data_sample_en),
.edge_bit_count_en(edge_bit_count_en),
.des_en(des_en),
.stp_chk_en(stp_chk_en),
.strt_chk_en(strt_chk_en),
.parity_chk_en(parity_chk_en),
.data_valid(data_valid)
);
edge_bit_counter edge_bit_counter(
.clk(clk), 
.rstn(rstn),
.prescale(prescale),
.enable(edge_bit_count_en),
.edge_count(edge_count),
.bit_count(bit_count)
);
data_sampling data_sampling(
.clk(clk),
.rstn(rstn),
.prescale(prescale),
.RX_IN(RX_IN),
.enable(data_sample_en),
.edge_count(edge_count),  
.sampled_bit(sampled_bit)
);
des des(
.clk(clk),
.rstn(rstn),
.enable(des_en),
.prescale(prescale),
.edge_count(edge_count),
.sampled_bit(sampled_bit),
.P_DATA(P_DATA)
);
start_check strt_chk(
.clk(clk),
.rstn(rstn),
.enable(strt_chk_en),
.sampled_bit(sampled_bit),
.prescale(prescale),
.edge_count(edge_count),
.start_glitch(start_glitch)
);
stop_check stp_chk(
.clk(clk),
.rstn(rstn),
.enable(stp_chk_en),
.sampled_bit(sampled_bit),
.prescale(prescale),
.edge_count(edge_count),
.bit_count(bit_count),
.stop_error(stop_error)
);
parity_check par_chk(
.clk(clk),
.rstn(rstn),
.enable(parity_chk_en),
.parity_type(parity_type),
.sampled_bit(sampled_bit), 
.prescale(prescale),
.edge_count(edge_count),
.bit_count(bit_count),
.P_DATA(P_DATA), 
.parity_error(parity_error)
);
endmodule
module FSM_UART_RX(
input  wire        clk,
input  wire        rstn,
input  wire        parity_enable,
input  wire        RX_IN, 
input  wire [5:0]  prescale,
input  wire [5:0]  edge_count, 
input  wire [3:0]  bit_count,
input  wire        stop_error,
input  wire        parity_error,
input  wire        start_glitch,      
output reg         data_sample_en,
output reg         edge_bit_count_en,
output reg         des_en,
output reg         stp_chk_en,
output reg         strt_chk_en,
output reg         parity_chk_en,
output reg         data_valid
);
typedef enum bit [2:0] {
        IDLE      = 3'b000,
		START     = 3'b001,
		DATA      = 3'b011,
		PARITY    = 3'b010,
		STOP      = 3'b110,
		ERROR_CHK = 3'b100
 } state;		
reg [5:0] check_edge;
assign check_edge = prescale - 6'd1;
state curent_state, next_state;
always @(posedge clk or negedge rstn) begin
	if(!rstn)
		curent_state <= IDLE;
	else
		curent_state <= next_state;
end	 
always @(*) 
begin
    next_state 	= curent_state; 
	data_sample_en    = 0;
    edge_bit_count_en = 0;
	des_en            = 0;
	stp_chk_en        = 0;
	strt_chk_en       = 0;
	parity_chk_en     = 0;
	data_valid        = 0;
	case(curent_state)
	IDLE: begin
		if (!RX_IN) begin 
			next_state =  START;
		end	else
			next_state =  IDLE;
	end
	START: begin
		data_sample_en     = 1;
        edge_bit_count_en  = 1;
	    strt_chk_en        = 1;
		if ((bit_count == 'd0) && (edge_count == check_edge)) begin
			if(!start_glitch)
				next_state = DATA;
			else	
				next_state = IDLE;
		end
	end
	DATA: begin
		data_sample_en     = 1;
        edge_bit_count_en  = 1;
		des_en             = 1;
		if ((bit_count == 'd8) && (edge_count == check_edge)) begin
			if(parity_enable)
				next_state = PARITY;
			else
				next_state = STOP;
		end
	end
	PARITY: begin
		data_sample_en     = 1;
        edge_bit_count_en  = 1;
		parity_chk_en      = 1;
		if ((bit_count == 'd9) && (edge_count == check_edge)) begin
			next_state = STOP;
		end
	end
	STOP: begin
	    data_sample_en     = 1;
        edge_bit_count_en  = 1;
	    stp_chk_en         = 1;
	    if (parity_enable ) begin
			if ((bit_count == 'd10) && (edge_count == check_edge)) begin
				next_state = ERROR_CHK;
			end
	    end else   begin
			if ((bit_count == 'd9) && (edge_count == check_edge)) begin
				next_state = ERROR_CHK;
			end
	    end
	end
	ERROR_CHK: begin
		if (parity_error || stop_error)
			data_valid = 0;
		else
			data_valid = 1;
		if(!RX_IN)
			next_state = START;
		else
			next_state = IDLE;
	end
	default: begin
		next_state 		  = IDLE; 			
		data_sample_en    = 0;
		edge_bit_count_en = 0;
		des_en            = 0;
		stp_chk_en        = 0;
		strt_chk_en       = 0;
		parity_chk_en     = 0;
		data_valid        = 0;
	end	
	endcase
end
endmodule
module data_sampling(
input  wire       clk,
input  wire       rstn,
input  wire [5:0] prescale,
input  wire       RX_IN,    
input  wire       enable,
input  wire [5:0] edge_count,
output reg        sampled_bit
);
wire [5:0] centre, 
           centre_plus_one,
		   centre_minus_one;
reg [2:0] oversamples;		   
assign centre = (prescale >> 1);
assign centre_plus_one  = centre + 6'd1;
assign centre_minus_one = centre - 6'd1;
always @(posedge clk or negedge rstn) begin
	if(!rstn) begin
		oversamples <= 3'b111;
	end else begin
		if (enable) begin
			if(edge_count == centre_minus_one)
				oversamples[0] <= RX_IN;
			else if (edge_count == centre)
				oversamples[1] <= RX_IN;
			else if (edge_count == centre_plus_one)
				oversamples[2] <= RX_IN;	
			end	
	end			
end
always @(posedge clk or negedge rstn) begin
	if(!rstn)
		sampled_bit <= 1;
	else begin
		if (enable && (edge_count >= centre_plus_one)) begin
			case(oversamples)
				3'b000: sampled_bit = 0;
				3'b001: sampled_bit = 0;
				3'b010: sampled_bit = 0;
				3'b011: sampled_bit = 1;
				3'b100: sampled_bit = 0;
				3'b101: sampled_bit = 1;
				3'b110: sampled_bit = 1;
				3'b111: sampled_bit = 1;
			endcase
		end	
	end
end
endmodule
module des(
input  wire       clk,
input  wire       rstn,
input  wire       enable,
input  wire [5:0] prescale,
input  wire [5:0] edge_count,
input  wire       sampled_bit,
output reg  [7:0] P_DATA
);
always @(posedge clk or negedge rstn) begin
	if(!rstn) begin
		P_DATA <= 8'b1111_1111;
	end else begin
		if (enable && (edge_count == ((prescale >> 1) + 2))) begin
			P_DATA[7:0] <= {sampled_bit, P_DATA[7:1]}; 
		end 
	end
end
endmodule
module edge_bit_counter(
input  wire        clk, 
input  wire        rstn,
input  wire [5:0]  prescale,
input  wire        enable,
output reg  [5:0]  edge_count,  
output reg  [3:0]  bit_count    
);
wire   complete_bit;
assign complete_bit = (edge_count == prescale - 1);
always @(posedge clk or negedge rstn) begin
	if(!rstn) begin
		edge_count <= 6'b0;
	end else begin
		if (enable && edge_count < prescale - 1) begin
			edge_count <= edge_count + 6'd1;
		end else begin
			edge_count <= 6'b0;
		end
	end
end
always @(posedge clk or negedge rstn) begin
	if(!rstn) begin
		bit_count  <= 4'b0;
	end else begin
		if (enable) begin
			if (complete_bit)
				bit_count  <= bit_count +  4'd1;
		end else begin
		    bit_count  <= 4'b0;
		end
	end
end
endmodule
module parity_check(
input  wire       clk,
input  wire       rstn,
input  wire       enable,
input  wire       parity_type,
input  wire       sampled_bit,  
input  wire [7:0] P_DATA,       
input  wire [5:0] prescale,
input  wire [5:0] edge_count,
input  wire [3:0] bit_count,
output reg        parity_error
);
reg calc_par_bit;
always @(*) begin
	case({enable, parity_type})
		2'b00, 2'b01: calc_par_bit = 0;
		2'b10: calc_par_bit = ^P_DATA;  
		2'b11: calc_par_bit = ~^P_DATA;  
	endcase
end
always @(posedge clk or negedge rstn) begin
	if(!rstn) begin
		parity_error <= 0;
	end else begin
		if (enable && (edge_count == ((prescale >> 1) + 2)))
			if (sampled_bit != calc_par_bit)
				parity_error <= 1;
			else
				parity_error <= 0;	
		else
			if(bit_count == 'd1 )	
				parity_error <= 0;
	end	
end
endmodule
module start_check(
input  wire       clk,
input  wire       rstn,
input  wire       enable,
input  wire       sampled_bit,
input  wire [5:0] prescale,
input  wire [5:0] edge_count,
output reg        start_glitch
);
always @(posedge clk or negedge rstn) begin
	if(!rstn) begin
		start_glitch <= 0;
	end else begin
		if (enable && (edge_count == ((prescale >> 1) + 2)))
			start_glitch <= sampled_bit;
		else	
			start_glitch <= 0;
	end
end
endmodule
module stop_check(
input  wire       clk,
input  wire       rstn,
input  wire       enable,
input  wire       sampled_bit,
input  wire [5:0] prescale,
input  wire [5:0] edge_count,
input  wire [3:0] bit_count,
output reg        stop_error
);
always @(posedge clk or negedge rstn) begin
	if(!rstn) begin
		stop_error <= 0;
	end else begin
		if (enable && (edge_count == ((prescale >> 1) + 2)))
			stop_error <= ~sampled_bit;
		else
			if(bit_count == 'd1 )
				stop_error <= 0;	
	end
end
endmodule

===== flow/run.sh =====
#!/bin/bash
# OpenROAD 26Q1-2900-gdf79404cd8, Yosys 0.63+post, stock flow scripts
make -C /OpenROAD-flow-scripts/flow DESIGN_CONFIG=/design/flow/config.mk WORK_HOME=/design/flow/orfs finish

==> summary.txt <==
Hold depth: 1
Gr ovfl total: 0
Max Cap Viol: 0
Setup-failing EPs final: 0
Critical path type: in -> reg
DIE WIDTH: 69.12 um
Via density: 5.417
Share of cells above drive strength 1: 34.67%
R2r worst-path depth: 5
Reg power frac: 41.0%
Area share, top type: 20.00%
Clock transition at path regs: 0.06 ns
Total tool warning count: 32
Headroom to the max-slew limit: 62.60%
Async S/R FF share, synth: 100.0%
Unique masters post-synth: 48
Crit path arrival time: 2.64 ns
Status: finished, final reports clean
Total CTS buffers: 5
Fin util: 67.50%
Site Rows: 24
Reg2Reg Capture Point: des.P_DATA[0]
DR pass1 iterations: 4
Die Y: 69.12 um
Cell taking the most area after synthesis: dfrtp_1
Core Region: 4354 sq um
Placed standard-cell area: 2723 sq um
Final hold vios: 0
Sw Ratio: 32.12%
Cell Chain, Critical Path: clkdlybuf4s50_1, buf_6, nand3_1, xor2_1, ha_1, and3_4, and3_4, o21ai_0, a21oi_1, mux2_2
Internal Power: 1.123 mW
Yosys warns: 8
Biggest area cells: dfrtp_1 20%, dfstp_2 15%, ha_1 13%, xnor2_1 7.4%, mux2_4 5.3%
Sw Pwr: 0.5316 mW
Gpl congestion: 0.8933
Startpoint Class: primary input
Initial DRC Count: 74
Pwr Density: 563.1 nW/um^2
Critical-path maximum fanout: 4
Most common logic cell in the routed design: buf_4
TritonCTS clock tree: yes
DRC: 0
Initial antenna violation count: 0
Upper clock frequency limit: 0.4112 GHz
Ys flops: 31
Clock Skews: 0.008835 ns
Reg2Reg Setup Slack: 0.41 ns
Netlist Area Pre-Place: 2252 sq um
Clk buf depth: 2
Pre-Place Util: 51.72%
Peak VDD IR: 0.3205 mV
ANT nets after route: 0
Die Size: 4777 sq um
Most numerous cell on the critical path: and3_4
Gate power share: 32.9%
Clk sinks: 31
Leak: 1.318 nW
Slew @ Worst Pin: 0.5540 ns
Post-synth area from yosys stat: 2252 sq um
Worst hold path endpoint: edge_bit_counter.edge_count[0]
First-pass GRT wire length: 8.217 mm
Area growth from synthesis to layout: 30.50%
EDFF count, synth: 0
Syn avg cell area: 10.28 sq um
Root Driver: clkbuf_8
WL/cell: 14.04 um
Final instance area: 2939 sq um
R2R Path Start: edge_bit_counter.edge_count[3]
Number of global-route vias before repair: 1793
Type of the worst min-delay path: reg -> reg
Largest net degree at the start of global routing: 32
CTS hold repair buffers: 0
Pre-CTS WS: -0.5178 ns
Total power: 1.655 mW
CP peak stage delay: 0.50 ns
I/O pin cnt: 22
CP Capture Type: register
Via count: 1766
Most common logic cells in the final layout: 30 x buf_4, 19 x xnor2_1, 19 x ha_1
Clk pwr share: 26.1%
Final HPWL DP: 3.378 mm
Setup ws final: 0.06793 ns
Min Tclk post-route: 2.432 ns
Final hold slack: 0.5048 ns
Unrepaired setup endpoints after global routing: yes
IO Port Bufs: 21
GRT Total Usage: 21.57%
Slew Viols, Final: 0
# diodes: 0
Critical Path Slowest Stage Cell: clkdlybuf4s50_1
Overall routed net length: 4.578 mm
CTS HTree Levels: 2
Clock latency (worst-skew pair): 0.28 ns
Syn Inst Count: 219
Yosys cell count: 219
Hold path startpoint: edge_bit_counter.edge_count[0]
Final worst-path cycle share: 97.28%
Seq/Total Area, Yosys: 35.17%
Top FF cell, synth: dfrtp_1
Worst path required time: 2.71 ns
-- metrics by stage --
| step | TNS [ns] | std cells |
|---|---|---|
| final | 0 | 326 |
| after global routing | -0.03194 | 326 |
| after CTS | 0 | 324 |
| after detailed placement | -10.05 | 315 |
| after global placement | -9.381 | 315 |
| after floorplan | 0 | 219 |
-- power by group through the flow --
stage	Combinational [mW]	Clock (mW)	Sequential, mW
4_1_cts	0.523	0.443	0.676
5_1_grt	0.614	0.471	0.693
6_report	0.545	0.432	0.678
-- registers in the layout, indices dropped and copies added, names as in the netlist, 3 cells and up --
register,count
data_sampling.oversamples,3
edge_bit_counter.edge_count,6
edge_bit_counter.bit_count,4
des.P_DATA,8
FSM.curent_state,6
-- Yosys cell counts, drive strengths merged, types with 2 or more instances --
cell / instances
buf: 3
xor2: 13
clkbuf: 4
dfstp: 13
xnor2: 19
nand2: 23
a21oi: 7
inv: 9
nor3b: 5
nor4: 4
and3: 5
dfrtp: 18
nand4: 2
nand3: 6
a21o: 3
ha: 23
o21ai: 6
nor2: 10
mux2: 13
nor3: 6
nor2b: 5
mux2i: 3
-- metal layers --
metal | global-route usage (%) | share of wire (%) | up-vias
li1 | - | - | 877
met4 | 2.494 | 1.2 | 0
met3 | 2.967 | 2.9 | 7
met2 | 31.72 | 45 | 30
met5 | 0 | 0 | -
met1 | 36.27 | 51 | 852
-- layout make-up --
class / instances / area [sq um]
Clock inverter: 1 / 7.507
Timing Repair Buffer: 54 / 470.5
Tap cell: 52 / 65.06
Sequential cell: 31 / 792.0
Clock buffer: 7 / 96.34
Inverter: 9 / 33.78
Multi-Input combinational cell: 172 / 1474
Fill cell: 339 / 1415
-- timing repair --
| item | CTS | global route |
|---|---|---|
| resized | 13 | 13 |
| endpoints found under the hold margin | 0 | 0 |
| pin swaps | 3 | 7 |
| endpoints found under the setup margin | 18 | 11 |
| setup buffers | 1 | 2 |
| cloned | 0 | 0 |
-- worst max-delay path: cells and delay by family --
kind            cells  cell delay, ns
xor+xnor            1            0.15
compound gates      2            0.24
mux                 1            0.35
buf+inv             2            0.61
simple gates        3            0.46
fa+ha+maj           1            0.31
-- kinds of logic (layout without fill, tap and decap cells) --
kind of cell | after synthesis | count (layout) | synth area share (%)
fa+ha+maj | 24 | 24 | 13.22
xor+xnor | 32 | 32 | 12.78
flops | 31 | 31 | 35.17
buf+inv | 16 | 71 | 3.111
mux | 16 | 16 | 9.167
simple gates | 73 | 73 | 17.56
compound gates | 27 | 27 | 9.000
-- how the worst max path moves through the flow --
stage | start | to | slack, ns | cells past startpoint
6_report | prescale[4] | data_sampling.sampled_bit | 0.07 | 10
5_1_grt | prescale[4] | data_sampling.sampled_bit | -0.03 | 10
4_1_cts | prescale[4] | data_sampling.sampled_bit | 0.01 | 10
No activity file was given, so power comes from the tool's default toggle rates.
