**flow/config.mk**
```make
export PLATFORM = sky130hd
export DESIGN_NAME = top
export DESIGN_NICKNAME = top
export VERILOG_FILES = /design/flow/design.v
export SDC_FILE = /design/flow/constraint.sdc
export NUM_CORES = 4
export LEC_CHECK = 1
export CORE_UTILIZATION = 50
```
**flow/constraint.sdc**
```tcl
current_design top

set clk_period 2.5
set clk_io_pct 0.2

create_clock -name clk0 -period $clk_period [get_ports {clk}]

set non_clock_inputs [all_inputs -no_clocks]
set_input_delay [expr $clk_period * $clk_io_pct] -clock clk0 $non_clock_inputs
set_output_delay [expr $clk_period * $clk_io_pct] -clock clk0 [all_outputs]
```
**flow/design.v**
```verilog
module FSM_UART_RX(
input  wire        clk,
input  wire        rstn,
input  wire        parity_enable,
input  wire        RX_IN, 
input  wire [5:0]  prescale,
input  wire [5:0]  edge_count, 
input  wire [3:0]  bit_count,
input  wire        stop_error,
input  wire        parity_error,
input  wire        start_glitch,      
output reg         data_sample_en,
output reg         edge_bit_count_en,
output reg         des_en,
output reg         stp_chk_en,
output reg         strt_chk_en,
output reg         parity_chk_en,
output reg         data_valid
);
typedef enum bit [2:0] {
        IDLE      = 3'b000,
		START     = 3'b001,
		DATA      = 3'b011,
		PARITY    = 3'b010,
		STOP      = 3'b110,
		ERROR_CHK = 3'b100
 } state;		
reg [5:0] check_edge;
assign check_edge = prescale - 6'd1;
state curent_state, next_state;
always @(posedge clk or negedge rstn) begin
	if(!rstn)
		curent_state <= IDLE;
	else
		curent_state <= next_state;
end	 
always @(*) 
begin
    next_state 	= curent_state; 
	data_sample_en    = 0;
    edge_bit_count_en = 0;
	des_en            = 0;
	stp_chk_en        = 0;
	strt_chk_en       = 0;
	parity_chk_en     = 0;
	data_valid        = 0;
	case(curent_state)
	IDLE: begin
		if (!RX_IN) begin 
			next_state =  START;
		end	else
			next_state =  IDLE;
	end
	START: begin
		data_sample_en     = 1;
        edge_bit_count_en  = 1;
	    strt_chk_en        = 1;
		if ((bit_count == 'd0) && (edge_count == check_edge)) begin
			if(!start_glitch)
				next_state = DATA;
			else	
				next_state = IDLE;
		end
	end
	DATA: begin
		data_sample_en     = 1;
        edge_bit_count_en  = 1;
		des_en             = 1;
		if ((bit_count == 'd8) && (edge_count == check_edge)) begin
			if(parity_enable)
				next_state = PARITY;
			else
				next_state = STOP;
		end
	end
	PARITY: begin
		data_sample_en     = 1;
        edge_bit_count_en  = 1;
		parity_chk_en      = 1;
		if ((bit_count == 'd9) && (edge_count == check_edge)) begin
			next_state = STOP;
		end
	end
	STOP: begin
	    data_sample_en     = 1;
        edge_bit_count_en  = 1;
	    stp_chk_en         = 1;
	    if (parity_enable ) begin
			if ((bit_count == 'd10) && (edge_count == check_edge)) begin
				next_state = ERROR_CHK;
			end
	    end else   begin
			if ((bit_count == 'd9) && (edge_count == check_edge)) begin
				next_state = ERROR_CHK;
			end
	    end
	end
	ERROR_CHK: begin
		if (parity_error || stop_error)
			data_valid = 0;
		else
			data_valid = 1;
		if(!RX_IN)
			next_state = START;
		else
			next_state = IDLE;
	end
	default: begin
		next_state 		  = IDLE; 			
		data_sample_en    = 0;
		edge_bit_count_en = 0;
		des_en            = 0;
		stp_chk_en        = 0;
		strt_chk_en       = 0;
		parity_chk_en     = 0;
		data_valid        = 0;
	end	
	endcase
end
endmodule
module top(
input  wire        clk, rstn,
input  wire        RX_IN,
input  wire [5:0]  prescale,
input  wire        parity_enable,
input  wire        parity_type,
output wire [7:0]  P_DATA,
output wire        parity_error,
output wire        stop_error,
output wire        data_valid      
);
wire 		parity_chk_en, 
			strt_chk_en, 
			stp_chk_en, 
			des_en, 
			edge_bit_count_en, 
	        data_sample_en;
wire [5:0]  edge_count;
wire [3:0]  bit_count;
wire        start_glitch;
wire        sampled_bit;
FSM_UART_RX FSM(
.clk(clk),
.rstn(rstn),
.parity_enable(parity_enable),
.RX_IN(RX_IN), 
.prescale(prescale),
.edge_count(edge_count), 
.bit_count(bit_count),
.stop_error(stop_error),
.parity_error(parity_error),
.start_glitch(start_glitch),      
.data_sample_en(data_sample_en),
.edge_bit_count_en(edge_bit_count_en),
.des_en(des_en),
.stp_chk_en(stp_chk_en),
.strt_chk_en(strt_chk_en),
.parity_chk_en(parity_chk_en),
.data_valid(data_valid)
);
edge_bit_counter edge_bit_counter(
.clk(clk), 
.rstn(rstn),
.prescale(prescale),
.enable(edge_bit_count_en),
.edge_count(edge_count),
.bit_count(bit_count)
);
data_sampling data_sampling(
.clk(clk),
.rstn(rstn),
.prescale(prescale),
.RX_IN(RX_IN),
.enable(data_sample_en),
.edge_count(edge_count),  
.sampled_bit(sampled_bit)
);
des des(
.clk(clk),
.rstn(rstn),
.enable(des_en),
.prescale(prescale),
.edge_count(edge_count),
.sampled_bit(sampled_bit),
.P_DATA(P_DATA)
);
start_check strt_chk(
.clk(clk),
.rstn(rstn),
.enable(strt_chk_en),
.sampled_bit(sampled_bit),
.prescale(prescale),
.edge_count(edge_count),
.start_glitch(start_glitch)
);
stop_check stp_chk(
.clk(clk),
.rstn(rstn),
.enable(stp_chk_en),
.sampled_bit(sampled_bit),
.prescale(prescale),
.edge_count(edge_count),
.bit_count(bit_count),
.stop_error(stop_error)
);
parity_check par_chk(
.clk(clk),
.rstn(rstn),
.enable(parity_chk_en),
.parity_type(parity_type),
.sampled_bit(sampled_bit), 
.prescale(prescale),
.edge_count(edge_count),
.bit_count(bit_count),
.P_DATA(P_DATA), 
.parity_error(parity_error)
);
endmodule
module data_sampling(
input  wire       clk,
input  wire       rstn,
input  wire [5:0] prescale,
input  wire       RX_IN,    
input  wire       enable,
input  wire [5:0] edge_count,
output reg        sampled_bit
);
wire [5:0] centre, 
           centre_plus_one,
		   centre_minus_one;
reg [2:0] oversamples;		   
assign centre = (prescale >> 1);
assign centre_plus_one  = centre + 6'd1;
assign centre_minus_one = centre - 6'd1;
always @(posedge clk or negedge rstn) begin
	if(!rstn) begin
		oversamples <= 3'b111;
	end else begin
		if (enable) begin
			if(edge_count == centre_minus_one)
				oversamples[0] <= RX_IN;
			else if (edge_count == centre)
				oversamples[1] <= RX_IN;
			else if (edge_count == centre_plus_one)
				oversamples[2] <= RX_IN;	
			end	
	end			
end
always @(posedge clk or negedge rstn) begin
	if(!rstn)
		sampled_bit <= 1;
	else begin
		if (enable && (edge_count >= centre_plus_one)) begin
			case(oversamples)
				3'b000: sampled_bit = 0;
				3'b001: sampled_bit = 0;
				3'b010: sampled_bit = 0;
				3'b011: sampled_bit = 1;
				3'b100: sampled_bit = 0;
				3'b101: sampled_bit = 1;
				3'b110: sampled_bit = 1;
				3'b111: sampled_bit = 1;
			endcase
		end	
	end
end
endmodule
module des(
input  wire       clk,
input  wire       rstn,
input  wire       enable,
input  wire [5:0] prescale,
input  wire [5:0] edge_count,
input  wire       sampled_bit,
output reg  [7:0] P_DATA
);
always @(posedge clk or negedge rstn) begin
	if(!rstn) begin
		P_DATA <= 8'b1111_1111;
	end else begin
		if (enable && (edge_count == ((prescale >> 1) + 2))) begin
			P_DATA[7:0] <= {sampled_bit, P_DATA[7:1]}; 
		end 
	end
end
endmodule
module edge_bit_counter(
input  wire        clk, 
input  wire        rstn,
input  wire [5:0]  prescale,
input  wire        enable,
output reg  [5:0]  edge_count,  
output reg  [3:0]  bit_count    
);
wire   complete_bit;
assign complete_bit = (edge_count == prescale - 1);
always @(posedge clk or negedge rstn) begin
	if(!rstn) begin
		edge_count <= 6'b0;
	end else begin
		if (enable && edge_count < prescale - 1) begin
			edge_count <= edge_count + 6'd1;
		end else begin
			edge_count <= 6'b0;
		end
	end
end
always @(posedge clk or negedge rstn) begin
	if(!rstn) begin
		bit_count  <= 4'b0;
	end else begin
		if (enable) begin
			if (complete_bit)
				bit_count  <= bit_count +  4'd1;
		end else begin
		    bit_count  <= 4'b0;
		end
	end
end
endmodule
module parity_check(
input  wire       clk,
input  wire       rstn,
input  wire       enable,
input  wire       parity_type,
input  wire       sampled_bit,  
input  wire [7:0] P_DATA,       
input  wire [5:0] prescale,
input  wire [5:0] edge_count,
input  wire [3:0] bit_count,
output reg        parity_error
);
reg calc_par_bit;
always @(*) begin
	case({enable, parity_type})
		2'b00, 2'b01: calc_par_bit = 0;
		2'b10: calc_par_bit = ^P_DATA;  
		2'b11: calc_par_bit = ~^P_DATA;  
	endcase
end
always @(posedge clk or negedge rstn) begin
	if(!rstn) begin
		parity_error <= 0;
	end else begin
		if (enable && (edge_count == ((prescale >> 1) + 2)))
			if (sampled_bit != calc_par_bit)
				parity_error <= 1;
			else
				parity_error <= 0;	
		else
			if(bit_count == 'd1 )	
				parity_error <= 0;
	end	
end
endmodule
module start_check(
input  wire       clk,
input  wire       rstn,
input  wire       enable,
input  wire       sampled_bit,
input  wire [5:0] prescale,
input  wire [5:0] edge_count,
output reg        start_glitch
);
always @(posedge clk or negedge rstn) begin
	if(!rstn) begin
		start_glitch <= 0;
	end else begin
		if (enable && (edge_count == ((prescale >> 1) + 2)))
			start_glitch <= sampled_bit;
		else	
			start_glitch <= 0;
	end
end
endmodule
module stop_check(
input  wire       clk,
input  wire       rstn,
input  wire       enable,
input  wire       sampled_bit,
input  wire [5:0] prescale,
input  wire [5:0] edge_count,
input  wire [3:0] bit_count,
output reg        stop_error
);
always @(posedge clk or negedge rstn) begin
	if(!rstn) begin
		stop_error <= 0;
	end else begin
		if (enable && (edge_count == ((prescale >> 1) + 2)))
			stop_error <= ~sampled_bit;
		else
			if(bit_count == 'd1 )
				stop_error <= 0;	
	end
end
endmodule
```
**flow/run.sh**
```bash
#!/bin/bash
# OpenROAD 26Q1-2900-gdf79404cd8, Yosys 0.63+post, stock flow scripts
make -C /OpenROAD-flow-scripts/flow DESIGN_CONFIG=/design/flow/config.mk WORK_HOME=/design/flow/orfs finish
```
==> results.toml <==
# yosys + openroad results
[run]
maxCapViolations = 0
warnings = 32

[critical_path]
cp_slowest_stage_delay_ps = 500
critical_path_buf_inv_count = 2
critical-path-top-delay-family = "buffers and inverters"
path_class = "input pin to flip-flop"
path_cells = "clkdlybuf4s50_1 -> buf_6 -> nand3_1 -> xor2_1 -> ha_1 -> and3_4 -> and3_4 -> o21ai_0 -> a21oi_1 -> mux2_2"
crit_top_cell = "and3_4"
r2r_start = "edge_bit_counter.edge_count[3]"
arrival_ps = 2640
crit_start = "prescale[4]"
crit_required_ps = 2710
slowest_stage = "clkdlybuf4s50_1"
end_kind = "flip-flop"
critPathMaxFanout = 4
startpoint_type = "input pin"

[power_and_ir_drop]
peakVddDrop_mv = 0.320
power_density_nw_per_um2 = 563
p_leak_uw = 0.00132

[grt]
grt_pass1_wl_mm = 8.22
grt_use_total_pct = 21.6
antenna_found_initial = 0
grt_max_degree = 32
grt_pass1_vias = 1793
gr-total-overflow = 0

[cells_and_area]
areaGrowthSynthToFinish_pct = 30.5
mostFrequentLayoutCells = "buf_4, xnor2_1, ha_1"
lay_top_count = "buf_4"
layout-drive-gt1-share_pct = 34.7
final_area_um2 = 2940
fillerInstances = 339

[synth]
synth_cell_types = 48
avgSynthCellArea_um2 = 10.3
syn_area_um2 = 2250
async_reset_ff_share_pct = 100
yosys-stat-area_um2 = 2250
syn_inst = 219
ys_ff = 31
flop_cell = "dfrtp_1"
enable_flop_cells = 0
ys_seq_share_pct = 35.2
ys_cells = 219
ys_warn_count = 8

[floorplanning]
ios = 22
fp_util_pct = 51.7
die_x_um = 69.1
rows = 24
core_area_um2 = 4350
die-area_um2 = 4780
dieHeight_um = 69.1

[cts]
clockRootBuffer = "clkbuf_8"
cts_tree = "yes"
ctsHoldBuffers = 0
cts_max_level = 2
clkSlewWorstSetupHoldPaths_ps = 60
cts_max_path_buffers = 2
cts.sinks = 31
clock_latency_ps = 280
numCtsBuffers = 5

[outcome]
status = "finished, final reports clean"

[detailed_routing]
drt-wirelength-per-cell_um = 14.0
vias_per_cell = 5.42
first_pass_iters = 4
num_vias = 1766
first_iter_violations = 74
n_antenna_cell = 0
ant_nets = 0
routed_wl_mm = 4.58
drt_drc_violations_left = 0

[final_timing]
finalCritPeriodShare_pct = 97.3
worstMarginPinSlew_ps = 554
fin_skew_ps = 8.84
finalSetupViolations = 0
rsz0062_at_grt = "yes"
layout_min_cycle_time_ps = 2430
drv_slew = 0
max_freq_mhz = 411
setup_slack_ps = 67.9
slew_headroom_pct = 62.6
hold_viol_final = 0

[hold_path]
min_from = "edge_bit_counter.edge_count[0]"
hold_class = "flip-flop to flip-flop"

[placed_design]
post-dp-hpwl_mm = 3.38
gp_congestion = 0.893
post-place-ws_ps = -518
portBuffers = 21
dpl_cell_area_um2 = 2720
==> worst paths after layout <==
check | end | cells past startpoint | slack, ps
max | data_sampling.sampled_bit | 10 | 70
min | edge_bit_counter.edge_count[0] | 1 | 500
max reg2reg | des.P_DATA[0] | 5 | 410
min reg2reg | edge_bit_counter.edge_count[0] | 1 | 500
max in group asynchronous | data_sampling.oversamples[0] | 2 | 1570
min in group asynchronous | FSM.curent_state[5] | 2 | 620
==> flip-flops by register name, indices dropped and copies added (netlist names) <==
name	cells
FSM.curent_state	6
data_sampling.oversamples	3
data_sampling.sampled_bit	1
des.P_DATA	8
edge_bit_counter.bit_count	4
edge_bit_counter.edge_count	6
par_chk.parity_error	1
stp_chk.stop_error	1
strt_chk.start_glitch	1
==> power breakdown <==
| part | leakage [uW] | internal, uW | switching (uW) |
|---|---|---|---|
| sequential | 0.000377 | 591 | 87.4 |
| clock | 0.0000505 | 250 | 182 |
| combinational | 0.000891 | 283 | 262 |
| total | 0.00132 | 1120 | 532 |
==> timing repair <==
item / CTS / global route
pin swaps: 3 / 7
gates resized: 13 / 13
setup endpoints to repair: 18 / 11
setup buffers: 1 / 2
==> through the flow <==
stage / setup TNS [ps] / total power [uW] / hold WS (ps) / util, % / cells
after floorplan: 0 / 963 / 204 / - / 219
after global placement: -9380 / 1160 / 491 / 62.5 / 315
after detailed placement: -10050 / 1180 / 494 / 62.5 / 315
after CTS: 0 / 1640 / 505 / 66.0 / 324
after global routing: -31.9 / 1780 / 536 / 67.5 / 326
final: 0 / 1660 / 505 / 67.5 / 326
==> cell type report <==
class / instances / area [um^2] / share of cell area (%)
Clock inverter: 1 / 7.51 / 0.255
Inverter: 9 / 33.8 / 1.15
Sequential cell: 31 / 792 / 26.9
Clock buffer: 7 / 96.3 / 3.28
Multi-Input combinational cell: 172 / 1470 / 50.1
Timing Repair Buffer: 54 / 470 / 16.0
Tap cell: 52 / 65.1 / 2.21
==> cell usage after synthesis (2+ instances only) <==
library cell	number	area share, %
o21ai_0	5	1.1
a21oi_1	7	1.6
nand2_1	22	3.7
mux2_2	5	2.5
ha_1	23	13
and3_2	2	0.67
xor2_1	12	4.7
inv_1	9	1.5
nor3b_1	5	1.7
buf_2	2	0.44
nor2_1	10	1.7
a21o_1	3	1.0
dfstp_2	13	15
nor3_1	6	1.3
dfrtp_1	18	20
nor4_1	3	0.83
nor2b_1	5	1.4
clkbuf_1	4	0.67
nand4_1	2	0.56
and3_1	3	0.83
xnor2_1	19	7.4
mux2_4	8	5.3
mux2i_1	3	1.3
nand3_1	6	1.3
==> cells by family after synthesis <==
kind of cell	after synthesis	synth area share [%]
simple gates	73	17.6
xor+xnor	32	12.8
flops	31	35.2
compound gates	27	9.00
fa+ha+maj	24	13.2
buf+inv	16	3.11
mux	16	9.17
==> routing by layer <==
layer	vias up	routed length, um	GRT usage (%)
met4	0	53	2.49
met1	852	2320	36.3
li1	877	-	-
met3	7	131	2.97
met2	30	2080	31.7
met5	-	0	0
Power and IR drop assume default switching activity.
